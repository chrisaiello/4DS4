`flow/config.mk`:
```
export PLATFORM = sky130hd
export DESIGN_NAME = Nios_Imageline_Interface
export DESIGN_NICKNAME = Nios_Imageline_Interface
export VERILOG_FILES = /design/flow/design.v
export SDC_FILE = /design/flow/constraint.sdc
export NUM_CORES = 4
export LEC_CHECK = 1
export CORE_UTILIZATION = 30
```
`flow/constraint.sdc`:
```
current_design Nios_Imageline_Interface

set clk_period 6.6
set clk_io_pct 0.2

create_clock -name clk0 -period $clk_period [get_ports {Clock}]

set non_clock_inputs [all_inputs -no_clocks]
set_input_delay [expr $clk_period * $clk_io_pct] -clock clk0 $non_clock_inputs
set_output_delay [expr $clk_period * $clk_io_pct] -clock clk0 [all_outputs]
```
`flow/design.v`:
```
`timescale 1ns/100ps
`default_nettype none
module Nios_Imageline_Interface (
	input logic Clock,
	input logic Resetn,
	output logic [31:0] Filter_config,
	output logic [2:0] State_reload,
	input logic [2:0] State_read,
	output logic SDRAM_wr_src,
	output logic SDRAM_rd_src,
	output logic SDRAM_wren,
	output logic SDRAM_rden,
	output logic [15:0] SDRAM_wr_data_1,
	output logic [15:0] SDRAM_wr_data_2,
	input logic [15:0] SDRAM_rd_data_1,
	input logic [15:0] SDRAM_rd_data_2,
	input logic [10:0] address,
	input logic chipselect,
	input logic read,
	input logic write,
	output logic [31:0] readdata,
	input logic [31:0] writedata,
	output logic waitrequest
);
logic waitrequest_buf, waitrequest_buf_1;
logic chipselect_buf;
always_ff @(negedge Clock or negedge Resetn) begin
	if (~Resetn) begin
		waitrequest <= 1'b0;
	end else begin
		if (chipselect) begin
			if (!chipselect_buf) begin
				waitrequest <= 1'b1;
			end else begin
				if (waitrequest_buf_1) waitrequest <= 1'b0;
			end
		end else waitrequest <= 1'b0;
	end
end
always_ff @(posedge Clock or negedge Resetn) begin
	if (~Resetn) begin
		waitrequest_buf <= 1'b0;
		waitrequest_buf_1 <= 1'b0;
		chipselect_buf <= 1'b0;
	end else begin
		waitrequest_buf <= waitrequest;
		waitrequest_buf_1 <= waitrequest_buf;
		chipselect_buf <= chipselect;
	end
end
always_ff @(posedge Clock or negedge Resetn) begin
	if (~Resetn) begin
		SDRAM_rden <= 1'b0;
	end else begin
		if (chipselect & read & (address == 11'd0) & (waitrequest & !waitrequest_buf))
			SDRAM_rden <= 1'b1;
		else
			SDRAM_rden <= 1'b0;		
	end
end
always_ff @(posedge Clock or negedge Resetn) begin
	if (~Resetn) begin
		readdata <= 32'd0;
	end else if (chipselect & read & waitrequest_buf_1) begin
		case (address)
			11'd0 : readdata <= {SDRAM_rd_data_1,SDRAM_rd_data_2};
			11'd1 : readdata <= {27'd0, 
				State_read, SDRAM_wr_src, SDRAM_rd_src };
			default : readdata <= 32'd0;
		endcase
	end
end
always_ff @(posedge Clock or negedge Resetn) begin
	if (~Resetn) begin
		SDRAM_wren <= 1'b0;
		SDRAM_wr_data_1 <= 16'h0000;
		SDRAM_wr_data_2 <= 16'h0000;
	end else begin
		if (chipselect & write & (address == 11'd0) & (waitrequest & !waitrequest_buf)) begin
			SDRAM_wren <= 1'b1;
			SDRAM_wr_data_1 <= writedata[31:16];
			SDRAM_wr_data_2 <= writedata[15:0];
		end else SDRAM_wren <= 1'b0;
	end
end
always_ff @(posedge Clock or negedge Resetn) begin
	if (~Resetn) begin
		State_reload <= 3'd0;
		SDRAM_wr_src <= 1'b0;
		SDRAM_rd_src <= 1'b0;
	end else begin
		if (chipselect & write & 
			(address == 11'd1) & 
			(waitrequest & !waitrequest_buf)
		) begin
			State_reload <= writedata[4:2];
			SDRAM_wr_src <= writedata[1];
			SDRAM_rd_src <= writedata[0];
		end
	end
end
always_ff @(posedge Clock or negedge Resetn) begin
	if (~Resetn) Filter_config <= 32'd0;
	else if (chipselect & write & (address == 11'd4) & (waitrequest & !waitrequest_buf))
		Filter_config <= writedata;
end
endmodule
```
`flow/run.sh`:
```
#!/bin/bash
# OpenROAD 26Q1-2900-gdf79404cd8, Yosys 0.63+post, stock flow scripts
make -C /OpenROAD-flow-scripts/flow DESIGN_CONFIG=/design/flow/config.mk WORK_HOME=/design/flow/orfs finish
```
==> notes.md <==
State of the implementation.

- The run finished with clean final reports.
- After detailed routing, the number of vias per cell comes to ~4.6.
- On the critical path, the stage with the largest delay is an instance of sky130_fd_sc_hd__clkdlybuf4s50_1.
- The die height is approximately 120 µm, for reference.
- Detailed-route iteration 0 reported a violation count of 77.
- Per the detail_route report, the via count comes to ~2,800.
- Power spread over the standard cell area amounts to between 150 and 200 mW/mm².
- The type of origin of the critical path is a register, for reference.
- The category of the worst setup path capture point is an output pin, for reference.
- The critical path endpoint has a required time of between 5 and 6 ns.
- The detailed-routing iteration count for the pre-antenna-repair pass is 2, for reference.
- The final report lists the setup-violating endpoint count as 0.
- The number of storage elements in the synthesis netlist is 107, for reference.
- As reported, the later end of the worst-skew pair has a clock insertion delay of between 0.3 and 0.4 ns.
- The analysis attributes to cell leakage a power of 2.855 nW.
- The combined buffer and inverter count along the critical path is 1, for reference.
- The layout filler cell count is between 1,000 and 1,500, for reference.
- Hold repair after CTS inserted 0 buffers.
- Setup repair after global routing left no endpoint under its margin.
- The relative contribution of combinational cells to total power is around 6.0%, for reference.
- The final timing report lists a max-slew violation count of 0.
- The pin count of the biggest net entering global routing is 55, for reference.
- TritonCTS built the clock tree.
- The net switching power in the latest report is between 0.2 and 0.25 mW.
- The number of global-route vias before repair is 2,943, for reference.
- The maximum vdd ir drop is 129.8 µV, for reference.
- The longest incremental delay of any stage on the critical path is reported as roughly 0.48 ns.
- After detailed routing, the number of remaining DRC violations is 0.
- STA lists the endpoint of the worst register-to-register path as Filter_config[22].
- The worst slew margin relative to its limit is a little over half, for reference.
- The type of the most critical hold path is register to register, for reference.
- The maximum count of clock buffers along a single path is 2, for reference.
- The cell count in the Yosys report is 246, for reference.
- The number of max-cap violations is 0, for reference.
- The half-perimeter wire length after detailed placement is just under 7000 µm, for reference.
- The path depth of the worst reg2reg path is 5, for reference.
- The final-report hold violation count is 0, for reference.
- In the final layout, flip-flops and latches occupy roughly 0.0027 mm².
- In the final routed layout, each cell accounts on average for between 15 and 20 µm.
- The arrival time reported for the critical path endpoint is 4.57 ns, for reference.
- Summing all multi-input logic gate instances after layout gives approximately 0.0013 mm².
- After layout, the setup clock skew is reported as 0.006904 ns.
- The transition time recorded at the tightest slew-check pin is between 0.6 and 0.7 ns.
- The routability congestion estimate from global placement is 0.8431, for reference.
- In this run the critical path is formed by clkdlybuf4s50_1.
- Across all register-to-register paths, the minimum setup slack is about 1.3 ns.
- Row generation in the floorplan step produced roughly 40 rows.
- The buffer_ports step reported a buffer count of between 150 and 200.
- The total detailed-routing wirelength is 9885 µm, for reference.
- The die is 117.8 µm wide.
- The initial antenna violation count is 0, for reference.
- The average instance area after synthesis is 16.36 µm², for reference.
- Warnings reported by Yosys during synthesis add up to 1.
- The cell count after synthesis is between 200 and 250, for reference.
- The critical path ends at waitrequest.
- The critical path depth is 1, for reference.
- The worst setup margin is approximately 0.71 ns, for reference.
- The yosys-reported design area after synthesis is 0.004025 mm², for reference.
- Per the timing report, the most critical flop-to-flop path originates at waitrequest.
- The number of buffers inserted during clock tree synthesis is 9, for reference.
- The total negative slack for setup checks is 0 ns, for reference.
- In the routed netlist, the antenna diode instances number 0.
- The clock root buffer is sky130_fd_sc_hd__clkbuf_16, for reference.
- The category of the most critical setup path is register to output pin, for reference.
- The largest fanout of any net on the critical path is 4, for reference.
- The number of H-tree levels is 3, for reference.
- The clock network is responsible for 40.8% of the overall power.
- The count of tool warnings is 25, for reference.
- The global-route usage over all layers is between 10% and 20%, for reference.
- The area enclosed by the die boundary is approximately 0.014 mm², for reference.
- Before placement the cells fill 31.39% of the core.
- Once the clock tree was built, the resizer swapped 0 gates to a different size.
- Recorded from the global router log, the overflow total was 0.
- The fraction of final layout cells with drive strength greater than 1 is 21.14%, for reference.
- The count of nets left with antenna violations after detail routing is 0, for reference.
- The number of setup buffers added after CTS is 0, for reference.
- The share of power burned in registers is a little over half, for reference.
- The worst slack at placement is roughly 1.1 ns, for reference.
- The floorplan core area is around 0.013 mm², for reference.
- The cell area after synthesis is slightly above 0.004 mm², for reference.
- The post-synthesis to final-layout area growth is 57.10%, for reference.
- For this design the top-level I/O count stands at 187.
- The number of distinct library cells after synthesis is 25, for reference.
- The net switching fraction of the power is between 20% and 30%, for reference.
- Per the post-CTS timing run, clock transition at the registers of the reported paths is 0.07 ns.
- The sequential area share after synthesis is between 60 and 70%, for reference.
- The first global-routing pass estimated ~16,000 µm of wire.
- The kind of cell with the highest combined delay on the critical path is buffers and inverters, for reference.
- The internal power is between 0.9 and 1 mW, for reference.
- On the final layout, the worst hold slack is between 0.3 and 0.4 ns.
- The critical path launch point is waitrequest, for reference.
- The TritonCTS sink count is approximately 110, for reference.
[worst min path at each step]
stage | cells past startpoint | to | from
4_1_cts | 0 | waitrequest_buf_1 | waitrequest_buf
5_1_grt | 0 | waitrequest_buf_1 | waitrequest_buf
6_report | 0 | waitrequest_buf_1 | waitrequest_buf
[cells by family after synthesis]
| family | Yosys count | share of synthesized area [%] |
|---|---|---|
| DFF | 107 | 66.52 |
| muxes | 69 | 19.30 |
| AOI/OAI and AO/OA | 33 | 7.305 |
| and+or+nand+nor | 25 | 4.539 |
| buffers and inverters | 12 | 2.331 |
[Yosys cell counts]
cell / count / area share [%]
sky130_fd_sc_hd__and2_1: 5 / 0.78
sky130_fd_sc_hd__mux2_2: 68 / 19
sky130_fd_sc_hd__nor4_1: 1 / 0.16
sky130_fd_sc_hd__nor2_4: 2 / 0.56
sky130_fd_sc_hd__nor2_1: 4 / 0.37
sky130_fd_sc_hd__nand2_1: 1 / 0.093
sky130_fd_sc_hd__nand3b_1: 1 / 0.19
sky130_fd_sc_hd__a22o_1: 27 / 5.9
sky130_fd_sc_hd__clkbuf_1: 3 / 0.28
sky130_fd_sc_hd__nor2b_1: 1 / 0.16
sky130_fd_sc_hd__buf_6: 6 / 1.7
sky130_fd_sc_hd__nand2b_1: 1 / 0.16
sky130_fd_sc_hd__nor3_1: 1 / 0.12
sky130_fd_sc_hd__nor2_2: 1 / 0.16
sky130_fd_sc_hd__nand4_1: 2 / 0.31
sky130_fd_sc_hd__and2b_1: 1 / 0.19
sky130_fd_sc_hd__a21boi_0: 1 / 0.19
sky130_fd_sc_hd__mux2_1: 1 / 0.28
sky130_fd_sc_hd__nand3_1: 2 / 0.25
sky130_fd_sc_hd__a221o_1: 5 / 1.2
sky130_fd_sc_hd__nor4_4: 1 / 0.53
sky130_fd_sc_hd__dfrtn_1: 1 / 0.62
sky130_fd_sc_hd__buf_2: 3 / 0.37
sky130_fd_sc_hd__nand4_4: 1 / 0.53
sky130_fd_sc_hd__dfrtp_1: 106 / 66
[power groups by stage]
stage / combinational [mW] / sequential (mW) / clock [mW]
4_1_cts: 0.0757 / 0.659 / 0.529
5_1_grt: 0.0809 / 0.659 / 0.551
6_report: 0.0740 / 0.659 / 0.505
[worst register-to-register path, cell delays in order (launching register included)]
cell	delay (ns)
sky130_fd_sc_hd__dfrtn_1	0.45
sky130_fd_sc_hd__nor2b_1	0.30
sky130_fd_sc_hd__nand4_4	0.17
sky130_fd_sc_hd__nor2_4	0.13
sky130_fd_sc_hd__buf_4	0.43
sky130_fd_sc_hd__mux2_2	0.41
[per-layer routing]
metal	GRT usage (%)	vias up	share of wire [%]
li1	-	1291	-
met4	2.484	0	1.9
met3	6.571	11	11
met5	0	-	0
met1	22.16	1364	44
met2	21.65	146	43
[final cells by class]
cell class	instances	area share (%)
sequential	107	42.34
clock buffer	13	4.274
timing repair buffer	191	30.00
multi-input combinational	127	19.83
clock inverter	2	0.1583
tap	172	3.403
[through the flow]
stage / total power, mW / utilization [%] / area [µm²] / cells
2_1_floorplan: 0.6765 / - / 4025 / 246
3_3_place_gp: 0.7457 / 47.12 / 6043 / 597
3_5_place_dp: 0.7466 / 47.12 / 6043 / 597
4_1_cts: 1.263 / 49.31 / 6324 / 612
5_1_grt: 1.291 / 49.31 / 6324 / 612
6_report: 1.238 / 49.31 / 6324 / 612
[placed cells by master (no fill, tap or decap)]
master | synthesis | routed
sky130_fd_sc_hd__nor2_4 | 2 | 2
sky130_fd_sc_hd__clkdlybuf4s50_1 | 0 | 185
sky130_fd_sc_hd__buf_4 | 0 | 6
sky130_fd_sc_hd__nand2b_1 | 1 | 1
sky130_fd_sc_hd__mux2_2 | 68 | 68
sky130_fd_sc_hd__nand2_1 | 1 | 1
sky130_fd_sc_hd__and2_1 | 5 | 5
sky130_fd_sc_hd__and2b_1 | 1 | 1
sky130_fd_sc_hd__nand4_1 | 2 | 2
sky130_fd_sc_hd__a22o_1 | 27 | 27
sky130_fd_sc_hd__nand4_4 | 1 | 1
sky130_fd_sc_hd__nor2_2 | 1 | 1
sky130_fd_sc_hd__nor2_1 | 4 | 4
sky130_fd_sc_hd__dfrtp_1 | 106 | 106
sky130_fd_sc_hd__mux2_1 | 1 | 1
sky130_fd_sc_hd__nor3_1 | 1 | 1
sky130_fd_sc_hd__nor4_1 | 1 | 1
sky130_fd_sc_hd__a221o_1 | 5 | 5
sky130_fd_sc_hd__a21boi_0 | 1 | 1
sky130_fd_sc_hd__clkbuf_16 | 0 | 9
sky130_fd_sc_hd__clkbuf_8 | 0 | 3
sky130_fd_sc_hd__dfrtn_1 | 1 | 1
sky130_fd_sc_hd__clkbuf_1 | 3 | 1
sky130_fd_sc_hd__nand3b_1 | 1 | 1
sky130_fd_sc_hd__nor4_4 | 1 | 1
sky130_fd_sc_hd__clkinv_2 | 0 | 2
sky130_fd_sc_hd__nand3_1 | 2 | 2
sky130_fd_sc_hd__nor2b_1 | 1 | 1
[sequential cells by signal (all words and copies together) (netlist names)]
register and count:
SDRAM_rd_src 1, SDRAM_wr_src 1, SDRAM_wr_data_2 16, waitrequest_buf_1 1, Filter_config 32, State_reload 3
waitrequest 1, chipselect_buf 1, readdata 32, SDRAM_rden 1, waitrequest_buf 1, SDRAM_wr_data_1 16
SDRAM_wren 1
Power figures rest on the tool's default switching activity, not on a simulated workload.
