==> flow/design.v <==
`timescale 1ns/100ps
`default_nettype none
module I2C_M16_Controller (
	input logic Clock,
	input logic Resetn,
	output logic I2C_sclk,
 	inout wire I2C_sdat,
	output logic I2C_scen,
	input logic Start,
	input logic [15:0] Data_I,
	output logic Acknowledge,
	output logic Done
);
logic 			clock_div, clock_div_prev;
logic 	[11:0] 	clock_div_count;
always_ff @(posedge Clock or negedge Resetn) begin
	if (~Resetn) begin
		clock_div <= 1'b0;
		clock_div_prev <= 1'b0;
		clock_div_count <= 12'h000;
	end else begin
		clock_div <= clock_div_count[11];
		clock_div_prev <= clock_div;
		clock_div_count <= clock_div_count + 12'h1;
	end
end
logic 			sdat_en;
logic 	[15:0]	sdat;
logic 	[4:0] 	state_counter;
assign Done = (state_counter == 5'd0);
assign I2C_sclk = ( clock_div & ~I2C_scen );
assign I2C_sdat = (sdat_en) ? sdat[15] : 1'bz;
always_ff @(posedge Clock or negedge Resetn) begin
	if (~Resetn) begin
		state_counter <= 5'd0;
		Acknowledge <= 1'b1;
	end else begin
		if (state_counter == 5'd0) begin
			if (Start) begin
				state_counter <= 5'd1;
				Acknowledge <= 1'b1;
			end
		end else if (clock_div & ~clock_div_prev) begin
			if (state_counter == 5'd18) 
				state_counter <= 5'd0;
			else state_counter <= state_counter + 5'd1;
			if (state_counter == 5'd9)
				Acknowledge <= Acknowledge & I2C_sdat; 
		end
	end
end
always_ff @(posedge Clock or negedge Resetn) begin
	if (~Resetn) begin
		sdat <= {16{1'b1}};
		I2C_scen <= 1'b1;
		sdat_en <= 1'b0;
	end else if (~clock_div & clock_div_prev) begin
		if (state_counter == 5'd2) sdat <= Data_I[15:0];
		else sdat <= { sdat[14:0], 1'b1 };
		if (state_counter == 5'd2) sdat_en <= 1'b1; 
		if (state_counter == 5'd9) sdat_en <= 1'b0;
		if (state_counter == 5'd10) sdat_en <= 1'b1;
		if (state_counter == 5'd18) sdat_en <= 1'b0;
		if (state_counter == 5'd2) I2C_scen <= 1'b0; 
		if (state_counter == 5'd18) I2C_scen <= 1'b1; 
	end
end
endmodule
`timescale 1ns/100ps
`default_nettype none
module LCD_Config_Controller (
	input logic Clock,
	input logic Resetn,
	input logic Start,
	output logic Done,
	output logic LCD_I2C_sclk,
 	inout wire LCD_I2C_sdat,
	output logic LCD_I2C_scen
);
logic I2C_start, I2C_done, I2C_Acknowledge;
logic 	[15:0] 	I2C_data, Lookup_data;
logic 	[4:0]	I2C_state;
logic [9:0] GAMMA_0,   GAMMA_8,   GAMMA_16,  GAMMA_32; 
logic [9:0] GAMMA_64,  GAMMA_96,  GAMMA_128, GAMMA_192; 
logic [9:0] GAMMA_224, GAMMA_240, GAMMA_248, GAMMA_256;
assign GAMMA_0	 = 10'd106;
assign GAMMA_8	 = 10'd200;
assign GAMMA_16	 = 10'd289;
assign GAMMA_32	 = 10'd375;
assign GAMMA_64	 = 10'd460;
assign GAMMA_96	 = 10'd543;
assign GAMMA_128 = 10'd625;
assign GAMMA_192 = 10'd705;
assign GAMMA_224 = 10'd785;
assign GAMMA_240 = 10'd864;
assign GAMMA_248 = 10'd942;
assign GAMMA_256 = 10'd1020;
logic vr, hr;
assign vr = 1'b0;
assign hr = 1'b0;
always_comb begin case (I2C_state)
	5'd00 : Lookup_data = { {6'h11,2'b01} , {GAMMA_0[9:8],GAMMA_8[9:8],GAMMA_16[9:8],GAMMA_32[9:8]} };
	5'd01 : Lookup_data = { {6'h12,2'b01} , {GAMMA_64[9:8],GAMMA_96[9:8],GAMMA_128[9:8],GAMMA_192[9:8]} };
	5'd02 : Lookup_data = { {6'h13,2'b01} , {GAMMA_224[9:8],GAMMA_240[9:8],GAMMA_248[9:8],GAMMA_256[9:8]} };
	5'd03 : Lookup_data = { {6'h14,2'b01} , GAMMA_0[7:0] };
	5'd04 : Lookup_data = { {6'h15,2'b01} , GAMMA_8[7:0] };
	5'd05 : Lookup_data = { {6'h16,2'b01} , GAMMA_16[7:0] };
	5'd06 : Lookup_data = { {6'h17,2'b01} , GAMMA_32[7:0] };
	5'd07 : Lookup_data = { {6'h18,2'b01} , GAMMA_64[7:0] };
	5'd08 : Lookup_data = { {6'h19,2'b01} , GAMMA_96[7:0] };
	5'd09 : Lookup_data = { {6'h1A,2'b01} , GAMMA_128[7:0] };
	5'd10 : Lookup_data = { {6'h1B,2'b01} , GAMMA_192[7:0] };
	5'd11 : Lookup_data = { {6'h1C,2'b01} , GAMMA_224[7:0] };
	5'd12 : Lookup_data = { {6'h1D,2'b01} , GAMMA_240[7:0] };
	5'd13 : Lookup_data = { {6'h1E,2'b01} , GAMMA_248[7:0] };
	5'd14 : Lookup_data = { {6'h1F,2'b01} , GAMMA_256[7:0] };
	5'd15 : Lookup_data = { {6'h20,2'b01} , {4'hF,4'h0} };
	5'd16 : Lookup_data = { {6'h21,2'b01} , {4'hF,4'h0} };
	5'd17 : Lookup_data = { {6'h03,2'b01} , 8'hDF };
	5'd18 : Lookup_data = { {6'h02,2'b01} , 8'h07 };
	5'd19 : Lookup_data = { {6'h04,2'b01} , { 6'b000101, ~vr , ~hr } };
	default : Lookup_data = 16'h0000;
endcase end
always_ff @(posedge Clock or negedge Resetn) begin
	if (~Resetn) begin
		I2C_start <= 1'b0;
		I2C_state <= 5'd0;
		I2C_data <= 16'h0000;
		Done <= 1'b1;
	end else begin
		if (I2C_state == 5'd0) begin
			if (Start) begin 
				Done <= 1'b0;
				I2C_state <= 5'd01; 
				I2C_start <= 1'b1; 
				I2C_data <= Lookup_data;
			end
		end else begin
			I2C_start <= 1'b0; 
			if (I2C_done & ~I2C_start) begin
				if (I2C_Acknowledge & (I2C_state == 5'd20)) begin
					Done <= 1'b1;
					I2C_state <= 5'd00; 
				end else begin
					I2C_start <= 1'b1; 
					if (I2C_Acknowledge) begin
						I2C_state <= I2C_state + 5'd1; 
						I2C_data <= Lookup_data;
					end	
				end
			end	
		end
	end
end
I2C_M16_Controller I2C_unit (
	.Clock(Clock),
	.Resetn(Resetn),	
	.I2C_sclk(LCD_I2C_sclk),
 	.I2C_sdat(LCD_I2C_sdat),
 	.I2C_scen(LCD_I2C_scen),
	.Start(I2C_start),
	.Data_I(I2C_data),
	.Acknowledge(I2C_Acknowledge),
	.Done(I2C_done)
);
endmodule
==> flow/run.sh <==
#!/bin/bash
# OpenROAD 26Q1-2900-gdf79404cd8, Yosys 0.63+post, stock flow scripts
make -C /OpenROAD-flow-scripts/flow DESIGN_CONFIG=/design/flow/config.mk WORK_HOME=/design/flow/orfs finish
==> flow/config.mk <==
export PLATFORM = sky130hd
export DESIGN_NAME = LCD_Config_Controller
export DESIGN_NICKNAME = LCD_Config_Controller
export VERILOG_FILES = /design/flow/design.v
export SDC_FILE = /design/flow/constraint.sdc
export NUM_CORES = 4
export LEC_CHECK = 1
export CORE_UTILIZATION = 30
==> flow/constraint.sdc <==
current_design LCD_Config_Controller

set clk_period 4.3
set clk_io_pct 0.2

create_clock -name clk0 -period $clk_period [get_ports {Clock}]

set non_clock_inputs [all_inputs -no_clocks]
set_input_delay [expr $clk_period * $clk_io_pct] -clock clk0 $non_clock_inputs
set_output_delay [expr $clk_period * $clk_io_pct] -clock clk0 [all_outputs]
==> ci_impl_report.md <==
### Metrics collected by this job

| Metric | Value |
|---|---|
| Die Y | approximately 110 µm |
| Die Span X | ~110 µm |
| Hold-fix buffers, CTS | 0 |
| Seq share, synth | a little under half |
| Ys flop type | dfrtp_1 |
| Post-CTS Resized | 0 |
| Dominant cell type by area after synthesis | dfrtp_1 |
| FP Rows | 37 |
| RePlAce Congestion | 0.807 |
| Syn Inst Count | about 340 |
| Hpwl dp | 4200 µm |
| # Cells Yosys | 339 |
| FP Util | a little under a third |
| Yosys stat chip area | about 0.0032 mm² |
| Num CTS Buffers | 9 |
| Num Clock Sinks | 59 |
| Area share of the largest cell type after synthesis | 31.0% |
| Mapped Area | 0.00323 mm² |
| Ports | 7 |
| Post-CTS Setup Repair Bufs | 0 |
| # H-tree levels | 3 |
| IO Port Bufs | 5 |
| Status | did not finish |
| Yosys warnings | 3 |
| Mux cell area share | 5.34% |
| Adder share | a little under 4% |
| Clk buf depth | 2 |
| EDFF count, synth | 0 |
| Mapped Avg Cell Area | roughly 9.5 µm² |
| XOR/XNOR Area Share | around 3.0% |
| Synth Register Bits | ~59 |
| Error msg | [error] [KeplerFormal.cpp:679] Workflow failed: Iso has multiple drivers: .LCD_I2C_sdat0, LCD_I2C_sdat$_DFFE_PN1P_.Q0 |
| Largest logic family | simple AND/OR/NAND/NOR gates |
| Fail Step | 4_1_cts |
| Compound-Gate Fraction of Synth Area | between 10% and 20% |
| Ys async rst share | roughly 100% |
| Main area contributors | dfrtp_1, dfstp_2, nand2_1 |
| Simple share | ~19% |
| Unique cell types | between 50 and 60 |
| CTS root buffer | clkbuf_8 |
-- synthesized netlist by cell type (2+ instances only) --
master	n
buf_2	8
a21oi_2	6
o21a_1	3
o211ai_1	2
nor4b_1	2
clkbuf_1	9
nor4b_4	2
or3_1	2
nand2b_1	8
or2_2	2
xor2_1	3
o21ai_0	30
nor2_1	32
mux2i_1	15
dfrtp_1	40
nor3_1	7
ha_1	10
dfstp_2	19
xnor2_1	8
nand3_1	8
nor2b_1	9
and3_1	3
a22o_1	2
nand4_1	2
a311oi_1	4
a22oi_1	2
a21oi_1	16
o22ai_1	4
nand2_1	41
inv_1	11
a31oi_1	5
buf_6	2
-- logic make-up after synthesis --
| kind of cell | after synthesis |
|---|---|
| AND/OR/NAND/NOR | 123 |
| AND-OR/OR-AND | 87 |
| flip-flops | 59 |
| buffers and inverters | 32 |
| multiplexers | 17 |
| XOR/XNOR | 11 |
| adder cells (fa/ha/maj) | 10 |
-- through the flow --
step / area [µm²] / utilization (%) / total power, mW / cells / setup WS, ns
detailed placement: 3370 / 32.5 / 0.579 / 463 / 1.62
global placement: 3370 / 32.5 / 0.579 / 463 / 1.67
floorplan: 3230 / - / 0.566 / 339 / 2.25
Power figures rest on the tool's default switching activity, not on a simulated workload.
