===== flow/config.mk =====
export PLATFORM = sky130hd
export DESIGN_NAME = Nios_Touch_Panel_Interface
export DESIGN_NICKNAME = Nios_Touch_Panel_Interface
export VERILOG_FILES = /design/flow/design.v
export SDC_FILE = /design/flow/constraint.sdc
export NUM_CORES = 4
export LEC_CHECK = 1
export CORE_UTILIZATION = 40

===== flow/constraint.sdc =====
current_design Nios_Touch_Panel_Interface

set clk_period 12.0
set clk_io_pct 0.2

create_clock -name clk0 -period $clk_period [get_ports {Clock}]

set non_clock_inputs [all_inputs -no_clocks]
set_input_delay [expr $clk_period * $clk_io_pct] -clock clk0 $non_clock_inputs
set_output_delay [expr $clk_period * $clk_io_pct] -clock clk0 [all_outputs]

===== flow/design.v =====
`timescale 1ns/100ps
`default_nettype none
module Nios_Touch_Panel_Interface (
	input logic Clock,
	input logic Resetn,	
	input logic Touch_En,
	input logic Coord_En,
	input logic [11:0] X_Coord,
	input logic [11:0] Y_Coord,	
	input  logic [3:0] address,
	input  logic chipselect,
	input  logic read,
	input  logic write,
	output logic [31:0] readdata,
	input  logic [31:0] writedata,
	output logic irq
);
logic [1:0] Touch_en_edge;
logic [5:0] Touch_en_info;
logic [31:0] Touch_en_counter, Touch_en_limit;
logic [11:0] x_coord_reg, y_coord_reg;
logic [5:0] LCD_keypad;
always_ff @(posedge Clock or negedge Resetn) begin
	if (~Resetn) begin
		x_coord_reg <= 12'h000;
		y_coord_reg <= 12'h000;
	end else begin
		if (Coord_En) begin
			x_coord_reg <= X_Coord;
			y_coord_reg <= Y_Coord;
		end
	end
end
always_ff @(posedge Clock or negedge Resetn) begin
	if (~Resetn) readdata <= 32'd0;
	else begin
		case (address[1:0])
			2'd0 : readdata <= { Touch_En,
				3'h0, x_coord_reg, 4'h0, y_coord_reg };
			2'd1 : readdata <= Touch_en_limit;
			2'd2 : readdata <= { 26'd0, Touch_en_info };
			default : readdata <= 32'd0;
		endcase
	end
end
always_ff @(posedge Clock or negedge Resetn) begin
	if (~Resetn) Touch_en_limit <= 32'hFFFFFFFF;
	else if (chipselect & write &
		(address == 32'd1)) Touch_en_limit <= writedata;
end
logic active_flag;
always_ff @(posedge Clock or negedge Resetn) begin
	if (~Resetn) begin
		Touch_en_info <= 6'd0;
		active_flag <= 1'b0;
	end else begin
		if (~Touch_en_info[5]) active_flag <= 1'b0;
		else if (Coord_En) active_flag <= 1'b1;
		if (chipselect & write &
			(address == 32'd2)
		) begin
			Touch_en_info <= writedata[5:0];
		end else begin
			Touch_en_info[5] <= Touch_En;
			if (Coord_En) Touch_en_info[4] <= 1'b1;
			if (Touch_en_counter == 32'd0) Touch_en_info[3] <= 1'b1;
			if (Touch_en_edge == 2'b10) Touch_en_info[2] <= 1'b1;
			if (Touch_en_edge == 2'b01) Touch_en_info[1] <= 1'b1;
			if (active_flag & (Touch_en_counter == 32'd0))
				Touch_en_info[0] <= 1'b1; 
		end 
	end
end
assign irq = Touch_en_info[0];
always_ff @(posedge Clock or negedge Resetn) begin
	if (~Resetn) begin
		Touch_en_counter <= 32'd0;
		Touch_en_edge <= 2'b00;
	end else begin
		Touch_en_edge <= { Touch_en_edge[0], Touch_En };
		if (~Touch_En) Touch_en_counter <= 32'd0;
		else if (active_flag) begin
			if (Touch_en_counter == 32'd0)
				Touch_en_counter <= Touch_en_limit;
			else Touch_en_counter <= Touch_en_counter - 32'd1;
		end
	end
end
endmodule

===== flow/run.sh =====
#!/bin/bash
# OpenROAD 26Q1-2900-gdf79404cd8, Yosys 0.63+post, stock flow scripts
make -C /OpenROAD-flow-scripts/flow DESIGN_CONFIG=/design/flow/config.mk WORK_HOME=/design/flow/orfs finish

==> deck_impl_summary.md <==
Physical Implementation Snapshot

Die
  – Die area: 0.01561 mm2
  – Boundary Pins: 100
  – Die boundary width: 124.9 um
  – Floorplan-stage core utilization: 41.29%
  – Die height: 124.9 um
  – Core region area: 0.01464 mm2
  – Core Rows: 44

Power and ir drop
  – Switching share of total power: 40.27%
  – Power share of the sequential group: 31.3%
  – Internal Pwr Total: 1.175 mW
  – Clock share of power: 26.2%
  – VDD IR max: 0.1240 mV
  – Total chip power: 1.967 mW
  – Areal power density over the cells: 253.1 mW/mm2
  – Combinational power share: 42.6%
  – Sw power: 0.7921 mW
  – Leakage component of the power: 3.293 nW

Final timing
  – Accumulated negative setup slack: 0 ns
  – Upper clock frequency limit: 0.2225 GHz
  – Minimum clock period: 4.495 ns
  – RSZ-0062 raised after global routing: false
  – Number of hold-slack violations in the final timing report: 0
  – Final cycle utilization of the critical path: 37.46%
  – Final setup slack of the worst path: 7.505 ns
  – Transition time of the tightest slew-check pin: 0.7646 ns
  – Count of endpoints failing setup in the final report: 0
  – Final-report max-slew violation count: 0
  – Post-route worst hold slack: 0.3965 ns
  – Clock tree skew after final layout: 0.009888 ns
  – Worst relative slew slack: 48.92%

Finish
  – Share of cells above drive strength 1: 21.98%
  – Registers with the most flip-flops: Touch_en_counter (32), Touch_en_limit (32), readdata (32)
  – Area growth from synthesis to layout: 28.54%
  – Final instance area: 0.007771 mm2
  – Post-layout util: 53.07%
  – Non-filler cells in the finished layout: 830

Critical path
  – Crit. End Element: register
  – Maximum fanout encountered on the critical timing path: 27
  – Destination of the worst register-to-register timing path: Touch_en_counter[4]
  – Critical path class: in -> reg
  – Origin of the critical flop-to-flop path: Touch_en_counter[8]
  – Number of cells on the worst reg-to-reg path: 6
  – Arrival time of data at the critical path endpoint: 4.83 ns
  – Setup crit start kind: input pin
  – Crit path DRT: 12.34 ns
  – Critical Path Start: address[1]
  – Reg2reg setup slack: 8.88 ns

Synth
  – Count of flip-flops with a built-in enable after synthesis: 0
  – Synth unique cells: 54
  – Chip area in the Yosys report: 0.006046 mm2
  – Async S/R FF share, synth: 100.0%
  – Top cell type's share of synthesized area: 40.15%
  – Flip-flop and latch count after synthesis: 129
  – Yosys warning total: 1
  – Number of cells produced by synthesis: 543
  – Primary flip-flop cell chosen by synthesis mapping: sky130_fd_sc_hd__dfrtp_1
  – Number of cells in Yosys stat: 543
  – Top cell type by total area after synthesis: sky130_fd_sc_hd__dfrtp_1
  – Biggest area contributors in the synthesized netlist: sky130_fd_sc_hd__dfrtp_1, sky130_fd_sc_hd__dfstp_2, sky130_fd_sc_hd__mux2_2, sky130_fd_sc_hd__mux2i_1, sky130_fd_sc_hd__nor2_1
  – Area of the mapped netlist: 0.006046 mm2
  – Post-synthesis area per instance: 11.13 um2
  – Sequential share of the synthesized area: 54.06%

Clocking
  – Latest clock arrival within the worst-skew pair: 0.42 ns
  – Root buffer cell: sky130_fd_sc_hd__clkbuf_16
  – H-tree lvl count: 4
  – Total clock buffers created by CTS: 17
  – Hold buffers post-CTS: 0
  – TritonCTS clock tree: built
  – Post-cts sizing count: 0
  – Clock input transition at the sequential cells of the worst setup and hold paths: 0.05 ns
  – Total clock sinks: 129
  – Clk buf depth: 2
  – Post CTS Setup Buffer Count: 0

Drt
  – Post-detailed-route DRC marker count: 0
  – Drt via density: 5.742
  – Total wire length: 15.93 mm
  – Initial drt markers: 326
  – Total via count after detailed routing: 4766
  – Post-DRT Antenna Nets: 0
  – 1st-pass router iterations: 21
  – Antenna Diode Count: 0
  – WL per Instance: 19.20 um

Global route
  – Maximum number of pins on one net before global-route repair: 49
  – Global-route wire length before repair: 26.54 mm
  – Initial antenna violation count: 0
  – Global routing usage summed across all routing layers: 22.48%
  – Vias in the first global route: 5026
  – Remaining global-route overflow: 0

Min path
  – Endpoint of the worst hold path: Touch_en_edge[1]
  – Worst min-delay path category: reg -> reg
  – Instance count along the most critical hold path: 0
  – Startpoint of the most critical hold path: Touch_en_edge[0]

Placed design
  – Standard cell area after detailed placement: 0.007184 mm2
  – Routability congestion estimate from global placement: 0.9274
  – Buffers on Ports: 98
  – Half-perimeter wire length after placement: 10.46 mm
  – Instance count after placement with tap cells included: 799
  – Setup WS pre-CTS: 7.081 ns

Run status
  – Result of the run: completed

Flow run
  – Count of warning messages emitted by the tools: 27
  – Max-cap violations: 0
## worst max-delay path, cell delays in order
cell	delay, ns
sky130_fd_sc_hd__clkdlybuf4s50_1	0.39
sky130_fd_sc_hd__buf_4	0.24
sky130_fd_sc_hd__nor2b_1	0.64
sky130_fd_sc_hd__nand2_1	0.44
sky130_fd_sc_hd__buf_4	0.38
sky130_fd_sc_hd__mux2_2	0.31
## cells in the mapped netlist (4+ instances only)
cell type	count
sky130_fd_sc_hd__clkbuf_1	30
sky130_fd_sc_hd__a31oi_1	7
sky130_fd_sc_hd__o41ai_1	7
sky130_fd_sc_hd__and3_1	4
sky130_fd_sc_hd__o21ai_0	15
sky130_fd_sc_hd__o21ai_1	12
sky130_fd_sc_hd__inv_1	8
sky130_fd_sc_hd__dfstp_2	32
sky130_fd_sc_hd__a21oi_1	18
sky130_fd_sc_hd__or3_1	9
sky130_fd_sc_hd__nor4_1	13
sky130_fd_sc_hd__or4_1	4
sky130_fd_sc_hd__and2_1	7
sky130_fd_sc_hd__nand3_1	11
sky130_fd_sc_hd__buf_1	4
sky130_fd_sc_hd__nand2_1	32
sky130_fd_sc_hd__nor3_1	16
sky130_fd_sc_hd__buf_2	4
sky130_fd_sc_hd__nand4_1	18
sky130_fd_sc_hd__dfrtp_1	97
sky130_fd_sc_hd__mux2_2	59
sky130_fd_sc_hd__o31ai_1	5
sky130_fd_sc_hd__mux2i_1	28
sky130_fd_sc_hd__a32o_1	11
sky130_fd_sc_hd__nor2_1	48
## area by class of cell
type,count,area (um2)
timing repair buffer,113,1086
fill,1250,6873
sequential,129,3268
tap,184,230.2
clock inverter,10,136.4
clock buffer,21,450.4
inverter,8,30.03
multi-input combinational,365,2570
## worst max-delay path by stage
stage | cells past startpoint | to | slack, ns
final | 6 | Touch_en_limit[10] | 7.51
after global routing | 6 | Touch_en_limit[8] | 7.40
after CTS | 6 | Touch_en_limit[23] | 7.54
## power groups by stage
| stage | clock [mW] | sequential, mW | combinational [mW] |
|---|---|---|---|
| after CTS | 0.524 | 0.614 | 0.825 |
| after global routing | 0.544 | 0.629 | 0.915 |
| final | 0.515 | 0.615 | 0.837 |
## cells in the final DEF (no fill, tap or decap), types with 4 or more instances in the layout
cell                              instances
sky130_fd_sc_hd__or3_1                    9
sky130_fd_sc_hd__or4_1                    4
sky130_fd_sc_hd__and2_1                   7
sky130_fd_sc_hd__a31oi_1                  7
sky130_fd_sc_hd__nor2_1                  48
sky130_fd_sc_hd__buf_4                   16
sky130_fd_sc_hd__nand4_1                 18
sky130_fd_sc_hd__o41ai_1                  7
sky130_fd_sc_hd__a32o_1                  11
sky130_fd_sc_hd__inv_1                    8
sky130_fd_sc_hd__a21oi_1                 18
sky130_fd_sc_hd__o21ai_1                 12
sky130_fd_sc_hd__o21ai_0                 15
sky130_fd_sc_hd__and3_1                   4
sky130_fd_sc_hd__mux2i_1                 28
sky130_fd_sc_hd__nor3_1                  16
sky130_fd_sc_hd__nor4_1                  13
sky130_fd_sc_hd__mux2_2                  59
sky130_fd_sc_hd__dfstp_2                 32
sky130_fd_sc_hd__dfrtp_1                 97
sky130_fd_sc_hd__nand2_1                 32
sky130_fd_sc_hd__clkdlybuf4s50_1         96
sky130_fd_sc_hd__clkbuf_16               17
sky130_fd_sc_hd__o31ai_1                  5
sky130_fd_sc_hd__nand3_1                 11
## cells by family (layout without fill, tap and decap cells)
logic type / count (synthesis) / in the layout / share of synthesized area [%]
and+or+nand+nor: 176 / 176 / 15.09
DFF: 129 / 129 / 54.06
AOI/OAI and AO/OA: 98 / 98 / 11.05
muxes: 88 / 88 / 15.81
buffers and inverters: 49 / 152 / 3.435
adders and majority gates: 2 / 2 / 0.4138
xor gates and xnor gates: 1 / 1 / 0.1449
## metal layers
layer / vias up / wire length, um / GRT usage, % / part of all wire [%]
li1: 2198 / - / - / -
met1: 2393 / 7575 / 36.17 / 48
met2: 153 / 7134 / 33.28 / 45
met3: 22 / 941 / 5.059 / 5.9
met4: 0 / 282 / 3.587 / 1.8
met5: - / 0 / 0 / 0
Power figures rest on the tool's default switching activity, not on a simulated workload.
